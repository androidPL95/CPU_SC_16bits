<file path="config.mk">
export PLATFORM = sky130hd
export DESIGN_NAME = RegFile
export DESIGN_NICKNAME = RegFile
export VERILOG_FILES = /design/flow/design.v
export SDC_FILE = /design/flow/constraint.sdc
export NUM_CORES = 4
export LEC_CHECK = 1
export CORE_UTILIZATION = 50
</file>
<file path="constraint.sdc">
current_design RegFile

set clk_period 9.3
set clk_io_pct 0.2

create_clock -name clk0 -period $clk_period [get_ports {clk}]

set non_clock_inputs [all_inputs -no_clocks]
set_input_delay [expr $clk_period * $clk_io_pct] -clock clk0 $non_clock_inputs
set_output_delay [expr $clk_period * $clk_io_pct] -clock clk0 [all_outputs]
</file>
<file path="design.v">
package typedefs;
parameter NUM_OPS  = 32;
parameter WIDTH_OP = $clog2(NUM_OPS);
typedef enum logic[WIDTH_OP-1:0] {ALU_ADD , ALU_SUB , ALU_NOT , ALU_AND , ALU_OR , ALU_XOR , ALU_SLL , ALU_SRL , ALU_SLA , ALU_SRA , EQ , GRT , GTU , GTE , LTE , GEU , LEU, ALU_BSL} alu_opcode_t;
typedef enum logic[5:0] {
    ADD   = 6'b000000,
    SUB   = 6'b000001,
    NOT   = 6'b000010,
    AND   = 6'b000011,
    OR    = 6'b000100,
    XOR   = 6'b000101,
    SLL   = 6'b000110,
    SRL   = 6'b000111,
    SRA   = 6'b001000,
    ADDI  = 6'b001001,
    LUI   = 6'b001010,
    ANDI  = 6'b001011,
    ORI   = 6'b001100,
    XORI  = 6'b001101,
    BEQ   = 6'b001110,
    BNE   = 6'b001111,
    BLT   = 6'b010000,
    BGT   = 6'b010001,
    BGE   = 6'b010010,
    BLE   = 6'b010011,
    BLTU  = 6'b010100,
    BGTU  = 6'b010101,
    BGEU  = 6'b010110,
    BLEU  = 6'b010111,
    JAL   = 6'b011000,
    LW    = 6'b011001,
    SW    = 6'b011010,
    LAD   = 6'b011011,
    LOA   = 6'b011100
} opcode_t;
endpackage
module RegFile
#(
    parameter WIDTH = 16,
    parameter DEPTH = 32,
    parameter ADDR_SIZE = $clog2(DEPTH)
)
(
    input  [ADDR_SIZE-1:0] a1,
    input  [ADDR_SIZE-1:0] a2,
    input  [WIDTH-1:0]     wdata,
    input                  we,
    input                  clk,
    input                  rst,
    output [WIDTH-1:0]     rd1,
    output [WIDTH-1:0]     rd2
);
logic [WIDTH-1:0] file [DEPTH-1:0];  
logic [WIDTH-1:0] out1, out2;
assign rd1 = out1;
assign rd2 = out2;
always_comb begin
	out1 = file[a1];
	out2 = file[a2];
end
always_ff @(negedge clk or negedge rst) begin
    if (!rst) begin
        integer i;
        for (i = 0; i < DEPTH; i = i + 1) begin
            file[i] <= '0;
        end
    end else if (we) begin
        file[a2] <= wdata;
    end
end
endmodule
</file>
<file path="run.sh">
#!/bin/bash
# OpenROAD 26Q1-2900-gdf79404cd8, Yosys 0.63+post, stock flow scripts
make -C /OpenROAD-flow-scripts/flow DESIGN_CONFIG=/design/flow/config.mk WORK_HOME=/design/flow/orfs finish
</file>
==> ci_impl_report.md <==
### Flow metrics

| Metric | Value |
|---|---|
| Main synth FF type | `dfrtn_1` |
| Iteration-0 DRC Markers | `2710` |
| Vias in the first global route | `between 20k and 30k` |
| Number of port buffers | `approximately 60` |
| Worst Setup SP | `file[21][11]$_DFFE_NN0P_` |
| Most common logic cells in the final layout | `nand3_1 (579), mux2_2 (544), dfrtn_1 (512)` |
| Synthesized area | `28000 um2` |
| Global-route wire length before repair | `183 mm` |
| Hold_buf cts | `0` |
| Post-CTS setup buffer count | `0` |
| Util after Layout | `about 58%` |
| Overall routing resource usage | `48.1%` |
| Async SR Flop Fraction | `100%` |
| Max-Cap Viols | `0` |
| Drt total wl | `130 mm` |
| Setup_tns | `0 ps` |
| # IOs | `61` |
| FF-to-FF End | `file[28][11]$_DFFE_NN0P_` |
| Total power | `0.00655 W` |
| Row cnt | `roughly 86` |
| DRC errors left | `0` |
| CTS root buffer | `clkbuf_16` |
| Biggest regs | `file: 512 flops` |
| Worst-Margin Slew | `1280 ps` |
| Vias post-DR | `25.2k` |
| Tool warnings | `25` |
| Critical path launch point type | `register` |
| RSZ-0062 raised after global routing | `false` |
| Top cell excl fill/tap | `nand3_1` |
| Max-slew violation count | `0` |
| Crit. End Element | `output pin` |
| Worst-Skew Late Latency | `610 ps` |
| PnR worst setup slack | `43.9 ps` |
| Ratio of cells with drive above 1 in the final layout | `around 32%` |
| Clock sinks | `512` |
| Clk_skew | `0 ps` |
| Worst reg2reg path startpoint | `file[28][11]$_DFFE_NN0P_` |
| Hold depth | `1` |
| Largest net degree at the start of global routing | `86` |
| CP max FO | `3` |
| Antenna violations before repair | `1` |
| Most flops, register | `file` |
| LEAKAGE | `13.9 nW` |
| Remaining antenna violation count | `0` |
| Final-layout fill cell count | `about 4.6k` |
| H-tree levels | `2` |
| Grt ovf | `0` |
| Hold slack | `473 ps` |
| Max FFs per register | `512` |
| Post-synth EDFFs | `0` |
| Place WS | `417 ps` |
| CP Data Arrival Time | `7400 ps` |
| Max rail drop VDD | `0.000154 V` |
| Starting Density | `50.7%` |
| Wirelength per Cell | `between 30 and 40 um` |
| Final Wtd Congestion | `1.05` |
| Yosys stat area | `roughly 28000 um2` |
| Critical Path RT | `7440 ps` |
| Post-CTS sizing | `0` |
| Synthesis Warnings | `2` |
| Total core area | `55200 um2` |
| # Cells Yosys | `2634` |
| Slack of the worst reg-to-reg path | `around 8300 ps` |
| Die ar. | `57000 um2` |
| CTS tree | `yes` |
| Hpwl dp | `79.6 mm` |
| DR vias/cell | `7.30` |
| Die Wd | `239 um` |
| Clock Tree Buf Depth | `3` |
| Syn Area/Cell | `between 10 and 15 um2` |
| Layout area overhead | `13.7%` |
| Count of final hold-check violations | `0` |
| Syn Inst Count | `2634` |
| DRT Pass-1 Iters | `6` |
| HP Start | `file[30][7]$_DFFE_NN0P_` |
| Die Height | `239 um` |
| Clock transition at path regs | `40 ps` |
| Status | `complete, no violations` |
| Final setup viols | `0` |
| R2R cell count | `1` |
| WHS Endpoint | `file[30][7]$_DFFE_NN0P_` |
| Num CTS Buffers | `58` |
| Max-slew headroom | `approximately 15%` |
| Hold WC Path Type | `register to register` |
| Seq/Total Area, Yosys | `45.7%` |
| WS Path Type | `register to output pin` |
| Synth cell types | `69` |
| Power per cell area | `206 nW/um2` |
| Seq cells post-synth | `512` |
power by group:
| part | leakage, nW | switching, W | internal, W |
|---|---|---|---|
| Combinational | 6.36 | 0.000540 | 0.000535 |
| Clock | 0.956 | 0.000976 | 0.00139 |
| Sequential | 6.55 | 0.000401 | 0.00270 |
kinds of logic after synthesis:
family | count (synthesis) | share of synthesized area (%)
AND/OR/NAND/NOR | 1012 | 20.0
AND-OR/OR-AND | 253 | 7.19
flip-flops | 512 | 45.7
multiplexers | 561 | 22.5
buffers and inverters | 296 | 4.57
layer usage:
layer	vias up	wire (um)	global-route usage [%]	part of all wire [%]
met5	-	69	0.779	0.053
li1	10100	-	-	-
met3	630	20000	25.6	15
met1	12400	46200	62.8	36
met2	2056	52900	64.5	41
met4	4	10400	28.0	8.0
through the flow:
step                      area (um2)  std cells
after detailed placement       29900       3338
after global routing           31800       3443
final                          31800       3445
after global placement         29900       3338
after CTS                      31800       3443
after floorplan                28000       2634
worst max-delay path, stage by stage, from the launching register on:
cell	delay, ps
dfrtn_1	380
mux2_2	280
a32oi_1	260
o2111ai_1	170
nor4_1	360
a21oi_1	220
clkdlybuf4s50_1	470
cell type report:
cell class / count / area [um2] / area share (%)
Antenna cell: 2 / 5.00 / 0.0157
Clock buffer: 87 / 1690 / 5.31
Clock inverter: 18 / 250 / 0.786
Inverter: 17 / 63.8 / 0.200
Multi-Input combinational cell: 1826 / 14100 / 44.3
Sequential cell: 512 / 12800 / 40.2
Tap cell: 748 / 936 / 2.94
Timing Repair Buffer: 235 / 1980 / 6.23
synthesized netlist by cell type, types with 27 or more instances:
master    count  area, um2
a32oi_1      27        236
a21oi_1      28        140
nand3_1     579       2900
and3_1       62        388
a22o_1       27        236
mux2_2      544       6130
buf_2        81        405
clkbuf_1    172        646
nor2_1       46        173
dfrtn_1     512      12800
nand4_1     126        788
nor4_1       41        257
nand2_1      32        120
how the worst max path moves through the flow:
stage             end  cells after the start
finish        rd2[11]                      6
CTS           rd1[14]                      6
global route   rd1[0]                      6
No activity file was given, so power comes from the tool's default toggle rates.
